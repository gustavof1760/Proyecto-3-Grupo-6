### flow/design.v
`timescale 1ns / 1ps
module Escritura(clk, reset, entrada, MUX_AD, Fin_Escritura, state, a_d, cs, rd, wr, ts) ;
	input clk, entrada, reset ; 
	output a_d, cs, rd, wr, ts, MUX_AD, Fin_Escritura; 
	output[2:0] state; 
	reg [2:0] state_sig, state ; 
	reg [1:0] valor_cuenta;  
	reg carga_temp, Fin_Escritura, a_d, cs, rd, wr, ts, MUX_AD;
	wire cuenta_terminada;  
parameter [2:0] WW0 = 3'b000;
parameter [2:0] WW1 = 3'b001; 
parameter [2:0] WW2 = 3'b010; 
parameter [2:0] WW3 = 3'b011;
parameter [2:0] WW4 = 3'b100; 
parameter [2:0] WW5 = 3'b101;
parameter [2:0] WW6 = 3'b110;  
parameter [2:0] WW7 = 3'b111; 
Temporizador Escritura_timer(clk, reset, carga_temp, valor_cuenta, cuenta_terminada);
	always @(state or entrada or cuenta_terminada) begin
		case(state)
			WW0: {carga_temp, valor_cuenta, state_sig} = {1'b1, 2'b10, entrada ? WW1 : WW0};
			WW1: {carga_temp, valor_cuenta, state_sig} = {1'b1, 2'b10, WW2};
			WW2: {carga_temp, valor_cuenta, state_sig} = {cuenta_terminada, 2'b01, cuenta_terminada ? WW3 : WW2};
			WW3: {carga_temp, valor_cuenta, state_sig} = {cuenta_terminada, 2'b11, cuenta_terminada ? WW4 : WW3};
			WW4: {carga_temp, valor_cuenta, state_sig} = {cuenta_terminada, 2'b10, cuenta_terminada ? WW5 : WW4};
			WW5: {carga_temp, valor_cuenta, state_sig} = {cuenta_terminada, 2'b11, cuenta_terminada ? WW6 : WW5};
			WW6: {carga_temp, valor_cuenta, state_sig} = {cuenta_terminada, 2'b00, cuenta_terminada ? WW7 : WW6};
			WW7: {carga_temp, valor_cuenta, state_sig} = {1'b1, 2'b00, WW0};
			default: {carga_temp, valor_cuenta, state_sig} = {1'b0, 2'b00, WW0};
		endcase
	end
	always @(state or entrada or cuenta_terminada) begin
		ts = 1'b0; 
		case(state)
			WW0: {a_d, cs, rd, wr, MUX_AD, Fin_Escritura} = {1'b1, 1'b1, 1'b1, 1'b1, 1'b0, 1'b0};
			WW1: {a_d, cs, rd, wr, MUX_AD, Fin_Escritura} = {1'b0, 1'b1, 1'b1, 1'b1, 1'b0, 1'b0};
			WW2: {a_d, cs, rd, wr, MUX_AD, Fin_Escritura} = {1'b0, 1'b0, 1'b1, 1'b0, 1'b0, 1'b0};
			WW3: {a_d, cs, rd, wr, MUX_AD, Fin_Escritura} = {1'b0, 1'b1, 1'b1, 1'b1, 1'b0, 1'b0};
			WW4: {a_d, cs, rd, wr, MUX_AD, Fin_Escritura} = {1'b1, 1'b1, 1'b1, 1'b1, 1'b1, 1'b0};
			WW5: {a_d, cs, rd, wr, MUX_AD, Fin_Escritura} = {1'b1, 1'b0, 1'b1, 1'b0, 1'b1, 1'b0};
			WW6: {a_d, cs, rd, wr, MUX_AD, Fin_Escritura} = {1'b1, 1'b1, 1'b1, 1'b1, 1'b1, 1'b0};
			WW7: {a_d, cs, rd, wr, MUX_AD, Fin_Escritura} = {1'b1, 1'b1, 1'b1, 1'b1, 1'b1, 1'b1};
			default: {a_d, cs, rd, wr, MUX_AD, Fin_Escritura} = {1'b1, 1'b1, 1'b1, 1'b1, 1'b1, 1'b0};
		endcase
	end
	always @(posedge clk, posedge reset) begin
		if (reset) begin
		state <= WW0;
		end
		else begin
		state <= state_sig;
		end
	end
endmodule
`timescale 1ns / 1ps
module Temporizador(clk, reset, carga_temp, temp_sel, listo);
input clk, reset, carga_temp;
input [1:0] temp_sel;
output listo;
reg [3:0] contador;
reg [3:0] contador_sig;
reg listo;
parameter [3:0] Ts_ad = 4'd3;
parameter [3:0] Tc_ac = 4'd7;
parameter [3:0] Tw = 4'd12;
always@(reset or carga_temp or temp_sel or listo or contador) 
    begin
        casex({reset, carga_temp, temp_sel, listo})
        5'b1xxxx: contador_sig = 4'b0;
        5'b0101x: contador_sig = Ts_ad;
        5'b0110x: contador_sig = Tc_ac;
        5'b0111x: contador_sig = Tw;
        5'b00xx0: contador_sig = contador - 1'b1;
        5'b00xx1: contador_sig = contador;
        default: contador_sig = contador;
        endcase
    end
always @(posedge clk) 
    begin
         contador <= contador_sig;
    end
always @* 
    begin
        listo = !(|contador) ;  
    end
endmodule
### flow/run.sh
#!/bin/bash
# OpenROAD 26Q1-2900-gdf79404cd8, Yosys 0.63+post, stock flow scripts
make -C /OpenROAD-flow-scripts/flow DESIGN_CONFIG=/design/flow/config.mk WORK_HOME=/design/flow/orfs finish
### flow/config.mk
export PLATFORM = sky130hd
export DESIGN_NAME = Escritura
export DESIGN_NICKNAME = Escritura
export VERILOG_FILES = /design/flow/design.v
export SDC_FILE = /design/flow/constraint.sdc
export NUM_CORES = 4
export LEC_CHECK = 1
export CORE_AREA = 10 10 75 75
export DIE_AREA = 0 0 85 85
### flow/constraint.sdc
current_design Escritura

set clk_period 2.8
set clk_io_pct 0.2

create_clock -name clk0 -period $clk_period [get_ports {clk}]

set non_clock_inputs [all_inputs -no_clocks]
set_input_delay [expr $clk_period * $clk_io_pct] -clock clk0 $non_clock_inputs
set_output_delay [expr $clk_period * $clk_io_pct] -clock clk0 [all_outputs]
==> Changelog: implementation <==
### Changed

- Result of the run: complete, no violations
- Depth of the CTS H-tree: 1
- Floorplan die area: around 7200 um2
- Max-Cap Viols: 0
- Clock tree buffer depth: 2
- Top logic cells by instance count in the layout: 10 x clkdlybuf4s50_1, 5 x nand2_1
- Length of the first detailed-routing pass in iterations: 4
- Worst rel slew slack: approximately 62%
- Die height: about 85 um
- Cell Rows: 23
- Post-Place Setup Slack: 0.8384 ns
- Avg WL per Cell: about 11 um
- Number of global-route vias before repair: around 480
- Final-report hold violation count: 0
- Cell breakdown of the critical path: nand2_1, nor2_1, a21oi_1, clkdlybuf4s50_1
- CTS root buffer: clkbuf_8
- # Post-CTS Setup Buffers: 0
- Via density per instance: between 4 and 5
- Unrepaired setup endpoints after global routing: no
- Final number of setup-violating endpoints: 0
- Syn-to-layout area delta: 28.17%
- # IOs: 13
- Clock edge transition at the registers on the reported setup and hold paths: 0.04 ns
- Global route overflow: 0
- CTS Hold Buffers Added: 0
- Share of final-layout standard cells stronger than drive strength 1: between 15 and 20%
- Total global-route track usage: under 10%
- Post-Syn Area: 581.8 um2
- TritonCTS clock tree: yes
- Biggest fanout along the worst timing path: 17
- Critical path's top delay family: flip-flops
- Main logic family after synthesis: simple AND/OR/NAND/NOR gates
- DP HPWL: 1020 um
- Final critical-path setup slack: between 0.5 and 0.6 ns
- Share of the core filled by cells before placement: 14.34%
- Time the worst path needs with I/O delays and setup: 2.219 ns
- Required time of the critical path: between 2 and 2.5 ns
- CTS Buf Count: 3
- Maximum clock frequency: 450.7 MHz
- AND/OR/NAND/NOR Cells, Area Fraction: approximately 28%
- Data arrival time at the worst-slack endpoint: ~1.7 ns
- Post-synthesis average cell area: between 9 and 10 um2
- Placeable core region: slightly above 4000 um2
- Number of antenna repair diodes: 0
- Count of pins over their slew limit: 0
- Yosys top cell area share: approximately a fifth
- Total buffers and inverters traversed by the critical path: 1
- Post-cts repair resize count: 0
- Commonest Layout Cell: clkdlybuf4s50_1
- Final clock period utilization by the worst path: 79.24%
- Initial antenna violation count: 0
- Number of storage elements in the synthesis netlist: 7
- CTS sink count: 7
- Cells taking the most area after synthesis: edfxtp_1 21%, dfrtp_1 13%, buf_4 5.2%, ha_1 4.3%, a21oi_1 3.4%
- Worst skew pair latency: roughly 0.23 ns
- Weighted congestion reported at the end of routability-driven placement: between 0.8 and 0.9
- Count of distinct cell types in the synthesized netlist: 36
- Via count: about 480
- Total negative setup slack: 0 ns
- Slew of the pin with the lowest slew margin: 0.5640 ns
- Element type at the critical path start: flip-flop
- Area share of xor/xnor cells in the synthesized design: 1.505%
- Total wire length: roughly 1300 um
- Multiplexer fraction of the synthesized cell area: 0%
- OpenROAD warning count: 26
- Area leader, netlist: edfxtp_1
- Post-place instance area: ~700 um2
- Kind of end point of the critical path: output pin
- Synthesized instance count: 63
- PD cells: between 1000 and 1500 nW/um2
- Start-to-end type of the worst setup path: reg -> out
- Final cell area excluding filler cells: approximately 750 um2
- First-pass GRT wire length: around 2200 um
- Final clock skew: between 0.004 and 0.005 ns
- Adders+Majority by Area: ~4.3%
- Leakage: slightly below 0.3 nW
- Number of violations reported at the end of detailed-routing iteration 0: 25
- Register area share after synthesis: 33.55%
- Synth warnings: 2
- Port Buffer Count: 10
- Maximum number of pins on one net before global-route repair: 18
- Number of cells in the yosys synthesis report: between 60 and 70
- Maximum cell stage delay along the critical path: approximately 0.53 ns
- Worst hold slack across all endpoints: 0.6652 ns
- Total cell area reported by yosys after synthesis: a little under 600 um2
- Horizontal die dimension: approximately 85 um
- Remaining design rule violation count: 0
- Count of nets left with antenna violations after detail routing: 0
- Worst supply voltage drop on vdd: about 0.50 mV
- Cell with the biggest individual delay on the critical path: dfrtp_1
- Compound Share, Synth: 21.08%
- Hold Path Class: in -> async
final timing paths:
check                                             from                          end  slack, ns  depth (start not counted)
max                                           state[2]                           cs       0.58                          4
min                                              reset                     state[0]       0.67                          2
max reg2reg                Escritura_timer.contador[0]  Escritura_timer.contador[3]       0.84                          4
min reg2reg                Escritura_timer.contador[3]                     state[0]       0.74                          3
max in group asynchronous                        reset                     state[1]       1.95                          2
min in group clk0          Escritura_timer.contador[3]                     state[0]       0.74                          3
stage by stage:
step                cells  util (%)  power, mW
finish                120     18.38     0.8139
global route          120     18.38     0.8851
CTS                   120     18.38     0.8250
detailed placement    116     17.24     0.6761
global placement      116     17.24     0.6644
floorplan              63         -     0.5328
metal layers:
metal  vias up  global-route usage (%)  share of wire, %
li1        240                       -                 -
met2        11                   5.654                46
met3         2                   1.156               5.6
met5         -                       0                 0
met4         0                  0.5988               1.0
met1       228                   4.509                47
layout make-up:
class,instances,area [um2]
flip-flops and latches,7,195.2
repair buffers,10,100.1
multi-input cells,45,326.6
clock buffers,3,41.29
fillers,440,3312
clock inverters,1,5.005
inverters,4,15.01
well taps,50,62.56
power by group:
group | leakage (nW) | internal, mW | total (mW) | switching (mW)
sequential | 0.0811 | 0.168 | 0.262 | 0.0940
combinational | 0.182 | 0.239 | 0.411 | 0.172
clock | 0.0255 | 0.0963 | 0.140 | 0.0441
total | 0.289 | 0.504 | 0.814 | 0.310
state kept, by name, indices dropped and copies added (netlist names):
name / cells
state: 3
Escritura_timer.contador: 4
kinds of logic after synthesis:
logic type                 count (synthesis)
AOI/OAI and AO/OA                         17
adders and majority gates                  2
other                                      2
buffers and inverters                     11
DFF                                        7
xor gates and xnor gates                   1
and+or+nand+nor                           23
synth_stat cells (all sizes together):
| library cell | number |
|---|---|
| a21boi | 1 |
| a21o | 1 |
| a21oi | 4 |
| a31o | 1 |
| and3 | 1 |
| buf | 7 |
| conb | 2 |
| dfrtp | 3 |
| edfxtp | 4 |
| ha | 2 |
| inv | 4 |
| nand2 | 5 |
| nand3 | 1 |
| nor2 | 4 |
| nor3 | 2 |
| nor3b | 1 |
| nor4b | 2 |
| o2111ai | 1 |
| o211ai | 1 |
| o21ai | 2 |
| o21bai | 2 |
| o22a | 1 |
| o31a | 1 |
| o31ai | 1 |
| o41ai | 1 |
| or3 | 2 |
| or3b | 1 |
| or4 | 2 |
| or4b | 2 |
| xor2 | 1 |
No activity file was given, so power comes from the tool's default toggle rates.
