==> /design/flow/design.v <==
`timescale 1ns / 1ps
module Tecla_Salida(
  input clk,reset,rx_done_tick,
  input [7:0] CodigoTecla_salida,
  output reg Codigo_c,Codigo_t,Codigo_p,Codigo_enter,Codigo_arriba,Codigo_abajo,Codigo_izq,Codigo_der
  );
reg [7:0] Hex_codigo;
reg [7:0] Tecla_off;
reg [7:0] Tecla_sig;
always @(posedge clk) begin
    if(reset) begin
    		 Hex_codigo <= 8'h00;
        end
    else begin
		   if((rx_done_tick) && (Tecla_off != 8'hf0))
         begin
            Hex_codigo <= CodigoTecla_salida;
           end
        else if((rx_done_tick) && (CodigoTecla_salida == 8'hf0))
        		Hex_codigo <= 0;
        else begin
            Hex_codigo<=Hex_codigo;
            end
    end
end
reg [1:0] contador;
always@(posedge clk) begin
	if(reset) begin
				contador<=0;
			  end
	 else if((rx_done_tick) && (CodigoTecla_salida != 8'hf0) )begin
					contador<=contador+1;
					end
	 else if((rx_done_tick) && (CodigoTecla_salida == 8'hf0))begin
					contador<=0;
					end
	 else
			contador<=contador;
end
always @(posedge clk) begin
    if(reset) begin
    		Tecla_off <= 8'h00;
        end
    else begin
        if((rx_done_tick) && (CodigoTecla_salida==8'hf0))begin
           Tecla_off <= CodigoTecla_salida[7:0];
           end
        else if(contador==1)begin
              Tecla_off <= 8'h00;
            end
        else begin
        		Tecla_off <= Tecla_off;
           end
    end
end
always @(posedge clk) begin
    if(reset) begin
          Codigo_c<=0;Codigo_abajo<=1'b0;
          Codigo_t<=0;Codigo_arriba<=1'b0;
          Codigo_p<=0;Codigo_izq<=1'b0;
          Codigo_enter<=0;Codigo_der<=1'b0;
        end
    else begin
        case(Hex_codigo)
        8'h21: begin    
                    Codigo_c<=1'b1;
                      end
        8'h2c: begin    
                    Codigo_t<=1'b1;
                      end
        8'h4d: begin    
                    Codigo_p<=1'b1;
                      end
        8'h5a: begin    
                    Codigo_enter<=1'b1;
                             end
        8'h75: begin
               Codigo_arriba<=1'b1;
               end
        8'h72: begin
                Codigo_abajo<=1'b1;
                end
        8'h6B: begin
                 Codigo_izq<=1'b1;
                 end
        8'h74: begin
                 Codigo_der<=1'b1;
                 end
        default: begin
                  Codigo_c<=0;Codigo_abajo<=1'b0;
                  Codigo_t<=0;Codigo_arriba<=1'b0;
                  Codigo_p<=0;Codigo_izq<=1'b0;
                  Codigo_enter<=0;Codigo_der<=1'b0;
                end
        endcase
		  end
end
endmodule
`timescale 1ns / 1ps
module Top_Teclado(
  input clk,reset,
  input ps2d,ps2c, rx_en,
  output c,t,p,enter,arriba,abajo,izquierda,derecha
  );
    wire [7:0] salida;
    wire rx_done_tick;
         ps2_receptor  PS2(
             .clk(clk),.reset(reset),
             .ps2d(ps2d),.ps2c(ps2c), .rx_en(rx_en),
             .rx_done_tick(rx_done_tick),
             .salida(salida)
             );
          Tecla_Salida  Tecla(
              .clk(clk),
              .reset(reset),
              .rx_done_tick(rx_done_tick),
              .CodigoTecla_salida(salida),
              .Codigo_c(c),
              .Codigo_t(t),
              .Codigo_p(p),
              .Codigo_enter(enter),
              .Codigo_arriba(arriba),
              .Codigo_abajo(abajo),
              .Codigo_izq(izquierda),
              .Codigo_der(derecha)
              );
endmodule
`timescale 1ns / 1ps
module ps2_receptor(
    input clk,reset,
    input ps2d,ps2c,rx_en,
    output reg rx_done_tick,
    output wire [7:0] salida
    );
      localparam [1:0] idle=2'b00, dps=2'b01 , load=2'b10 ;
      reg [1:0] state_reg, state_sig;
      reg [7:0] filter_reg;
      wire [7:0] filter_sig;
      reg f_ps2c_reg ;
      wire f_ps2c_sig ;
      reg [3:0] n_reg , n_sig ;
      reg [10:0] b_reg , b_sig ;
      wire fall_edge ;
always @(posedge clk, posedge reset)
    if (reset)
        begin
            filter_reg  <= 0;
            f_ps2c_reg <= 0;
        end
    else begin
            filter_reg<= filter_sig;
            f_ps2c_reg<= f_ps2c_sig;
        end
assign filter_sig = {ps2c, filter_reg[7:1]};
assign f_ps2c_sig = (filter_reg==8'b11111111) ? 1'b1 : (filter_reg == 8'b00000000) ? 1'b0 : f_ps2c_reg;
assign fall_edge = f_ps2c_reg & ~f_ps2c_sig;
always @(posedge clk, posedge reset)
      if (reset)
          begin
              state_reg <= idle;
              n_reg <= 0 ;
              b_reg <= 0 ;
          end
      else begin
              state_reg <= state_sig ;
              n_reg <= n_sig;
              b_reg <= b_sig;
      end
always @* begin
          state_sig = state_reg;
          rx_done_tick = 1'b0;
          n_sig = n_reg;
          b_sig = b_reg;
      case (state_reg)
      idle:
            if (fall_edge & rx_en)
            begin
                b_sig = { ps2d, b_reg [10:1]} ;
                n_sig = 4'b1001;
                state_sig = dps;
            end
      dps: 
            if (fall_edge) begin
                b_sig = { ps2d , b_reg [10:1] };
                if (n_reg==0)
                    state_sig = load;
                else
                    n_sig = n_reg - 1 ;
            end
      load: 
            begin
                  state_sig = idle;
                  rx_done_tick = 1'b1 ;
            end
      endcase
end
assign salida = b_reg[8:1];
endmodule
==> /design/flow/run.sh <==
#!/bin/bash
# OpenROAD 26Q1-2900-gdf79404cd8, Yosys 0.63+post, stock flow scripts
make -C /OpenROAD-flow-scripts/flow DESIGN_CONFIG=/design/flow/config.mk WORK_HOME=/design/flow/orfs finish
==> /design/flow/config.mk <==
export PLATFORM = sky130hd
export DESIGN_NAME = Top_Teclado
export DESIGN_NICKNAME = Top_Teclado
export VERILOG_FILES = /design/flow/design.v
export SDC_FILE = /design/flow/constraint.sdc
export NUM_CORES = 4
export LEC_CHECK = 1
export CORE_UTILIZATION = 30
==> /design/flow/constraint.sdc <==
current_design Top_Teclado

set clk_period 4.7
set clk_io_pct 0.2

create_clock -name clk0 -period $clk_period [get_ports {clk}]

set non_clock_inputs [all_inputs -no_clocks]
set_input_delay [expr $clk_period * $clk_io_pct] -clock clk0 $non_clock_inputs
set_output_delay [expr $clk_period * $clk_io_pct] -clock clk0 [all_outputs]
==> results.txt <==
Notes from the flow run.

Synthesis:
- The run gives the synthesized area per cell as 10.7 µm².
- After synthesis, the netlist uses 46 different library cells.
- The run gives the cell taking the most area after synthesis as sky130_fd_sc_hd__dfrtp_1.
- By area the synthesized netlist is led by sky130_fd_sc_hd__dfrtp_1 (29%), sky130_fd_sc_hd__dfxtp_1 (24%), sky130_fd_sc_hd__mux2_2 (6.3%), sky130_fd_sc_hd__nor2_1 (4.4%), sky130_fd_sc_hd__a22oi_1 (2.8%).
- In the synthesized netlist the dominant register cell turns out to be sky130_fd_sc_hd__dfxtp_1.
- The run gives the tally of yosys warning messages as 2.
- The most frequently used library cell after synthesis is sky130_fd_sc_hd__dfxtp_1.
- Sequential elements use 54.4% of the synthesized area.
- The commonest cells after synthesis are sky130_fd_sc_hd__dfxtp_1 (26), sky130_fd_sc_hd__dfrtp_1 (25), sky130_fd_sc_hd__nor2_1 (25), sky130_fd_sc_hd__mux2_2 (12), sky130_fd_sc_hd__nand2_1 (10).
- The run gives the number of enable flip-flop cells as 0.
- Summing every instance area after synthesis gives 0.00215 mm².
- In the Yosys report the total cell count is 202.
- Post-synthesis, Yosys gives the total cell area as 0.00215 mm².
- The run puts the number of synthesized register bits at 52.
- Yosys reports that the leading cell type by area covers 29.0% of the netlist area.
- After technology mapping, the gate count stands at 202.
- In the synthesized netlist the async set-or-reset flop fraction comes to 50.0%.

Die:
- The run gives the height of the die as 86.7 µm.
- The floorplan step set the die width to 86.7 µm.
- For this configuration, the core starts out at a cell density of 31.4%.
- The run puts the area of the die at 0.00752 mm².
- The run puts the I/O pin count at 13.
- The run puts the count of standard-cell rows at 30.
- The core region is 0.00687 mm².

Clocking:
- Per the skew report, the later register of the worst-skew pair sees a clock latency of 0.30 ns.
- The run gives the worst-case clock buffer depth as 2.
- The number of gates resized after CTS was 0.
- The number of setup buffers added after CTS is 0.
- In this run the clock root is driven by a sky130_fd_sc_hd__clkbuf_8.
- The run gives the hold buffer count at CTS as 0.
- The run puts the H-tree depth reported by CTS at 2.
- In this run, CTS created clock tree buffers numbering 5.
- Clock-pin slew was measured on the worst setup and hold paths at 0.09 ns.
- The run gives the number of sinks handled by clock tree synthesis as 52.
- TritonCTS built the clock tree.

Power:
- The run puts the share of power burned in registers at 58.5%.
- The run puts the combinational share of power at 1.8%.
- The run gives the internal power as 0.000615 W.
- The highest supply drop recorded on VDD is 0.125 mV.
- The run gives the power spent charging and discharging nets as 0.000158 W.
- The run gives the portion of total power attributed to the clock network as 39.7%.
- The run gives the switching share of total power as 20.4%.
- Dividing total power by cell area gives a power density of 312 mW/mm².
- The run puts the static power due to leakage at 0.994 nW.

Run status:
- The flow ran to the end, and the final reports show no timing, DRC or antenna violations.

Detailed routing:
- Using the TritonRoute via totals, the vias-per-cell ratio works out to 4.74.
- The run puts the met2 routed wirelength at 1.55 mm.
- The run puts the number of remaining DRC errors at 0.
- Signal nets in the final route climb as high as met4.
- Detailed-route iteration 0 reported a violation count of 78.
- After detailed routing, the met3 layer carries 103 µm of wire.
- The run puts the number of antenna diodes at 0.
- After detailed routing, the total wire length is 3.67 mm.
- Once detail routing completed, the nets flagged for antenna violations numbered 0.
- The iteration count recorded for the first detailed-route pass is 4.
- In the final routed layout, each cell accounts on average for 11.8 µm.
- The run puts the length of routed wiring on met1 at 1.96 mm.
- Per the detail_route report, the via count comes to 1480.

Critical path:
- The critical path is of the input port to register type.
- The signal on the critical path passes through clkdlybuf4s50_1 > mux2_2 > nand4_1 > nor2_1 > mux2_2.
- The run gives the nature of the critical path endpoint as a register.
- The run gives the largest delay contributor family on the critical path as simple AND/OR/NAND/NOR gates.
- The run gives the most frequent cell on the critical path as sky130_fd_sc_hd__mux2_2.
- STA lists the maximum fanout along the critical path as 13.
- The run gives the worst stage delay on the critical path as 0.53 ns.
- The run gives the number of buffer and inverter stages on the critical path as 1.
- The run gives the critical path required time as 4.89 ns.
- The run gives the sort of element at the start of the critical path as an input port.
- The run puts the arrival time at the worst endpoint at 2.86 ns.
- For this design, the slowest cell found on the critical path is sky130_fd_sc_hd__nand4_1.

Layout:
- The run puts the utilization after layout at 36.0%.
- The run puts the area of all sequential standard cells at 0.00117 mm².
- The run gives the fraction of layout instances using a drive strength above 1 as 11.6%.
- The run puts the number of fillers in the final layout at 672.
- The run puts the area growth from synthesis to final layout at 14.8%.
- The run gives the number of flip-flops in the largest register as 10.
- Summing all multi-input logic gate instances after layout gives 920 µm².

Job:
- The run puts the number of warnings in the stage logs at 25.
- The run puts the number of violations of the max-capacitance limit at 0.

Timing:
- The run gives the upper clock frequency limit as 0.375 GHz.
- Setup repair after global routing left no endpoint under its margin.
- The run puts the setup violation total in the final timing report at 0.
- The run puts the post-route fraction of the period consumed by the critical path at 56.7%.
- The run gives the worst-margin pin slew as 0.675 ns.
- The run gives the post-route setup TNS as 0 ns.
- The final max-slew violation count recorded for this run is 0.
- The run puts the post-route clock skew at 0.00879 ns.
- The worst-case max-slew headroom was logged as 54.9%.
- The run gives the final-report hold violation count as 0.
- The worst path in the final design needs a cycle of 2.67 ns, including I/O delays and setup.

Global routing:
- Global routing finished with a remaining overflow of 0.
- The run puts the aggregate global-route resource usage at 11.1%.
- The via count of the first global-routing pass was 1451.
- Entering global routing, the biggest net connects 27 pins.
- The run gives the number of antenna violations at the first check in global routing as 0.
- The run puts the global-route wire length before repair at 6.67 mm.

Placed design:
- The run gives the routability-driven placement congestion ratio as 0.793.
- The run gives the number of port buffers as 12.
- Summed over all nets, the half-perimeter wirelength after detailed placement is 2.42 mm.

Min path:
- The path class of the tightest hold or removal check is register to register.
## logic make-up (layout without fill, tap and decap cells)
logic type               Yosys count  in the layout  synth area share [%]
flip-flops                        52             52                  54.4
AND/OR/NAND/NOR                   86             86                  22.8
multiplexers                      14             14                  7.20
XOR/XNOR                           3              3                  1.22
AND-OR/OR-AND                     32             32                  10.3
buffers and inverters             13             27                  2.90
adder cells (fa/ha/maj)            2              2                  1.16
## through the flow
| step | hold WS (ns) | total power [W] | instance area [µm²] | setup WS [ns] | cells |
|---|---|---|---|---|---|
| finish | 0.409 | 0.000772 | 2470 | 2.03 | 312 |
| global route | 0.431 | 0.000808 | 2470 | 1.89 | 312 |
| CTS | 0.412 | 0.000788 | 2470 | 2.04 | 312 |
| detailed placement | 0.388 | 0.000476 | 2360 | 1.72 | 304 |
| global placement | 0.383 | 0.000476 | 2360 | 1.80 | 304 |
| floorplan | 0.374 | 0.000469 | 2150 | 2.70 | 202 |
## routing by layer
layer / global-route usage [%] / vias to the layer above
met5: 0 / -
met4: 1.52 / 0
met2: 16.4 / 21
met1: 18.0 / 703
li1: - / 751
met3: 1.93 / 5
## final cells by class
class	count	share of cell area, %
clock buffer	6	2.93
clock inverter	2	1.57
inverter	6	0.910
multi-input combinational	137	37.2
sequential	52	47.4
tap	96	4.86
timing repair buffer	13	5.16
## layout by cell type (no fill, tap or decap), drive strengths merged, types with 7 or more instances in the layout
| master | n |
|---|---|
| dfrtp | 25 |
| nor2 | 25 |
| inv | 7 |
| clkdlybuf4s50 | 12 |
| nand2 | 10 |
| a22oi | 8 |
| dfxtp | 26 |
| mux2 | 12 |
| a21oi | 9 |
## power groups by stage
stage / logic, W / clock network, W / registers (W)
after CTS: 0.0000147 / 0.000321 / 0.000452
after global routing: 0.0000163 / 0.000339 / 0.000453
final: 0.0000141 / 0.000307 / 0.000452
## final timing paths
path / startpoint / to / slack (ns) / depth (start not counted)
max in group asynchronous: reset / PS2.state_reg[0] / 2.95 / 3
hold / removal: PS2.filter_reg[2] / PS2.filter_reg[1] / 0.41 / 0
setup reg to reg: PS2.filter_reg[4] / PS2.n_reg[0] / 2.31 / 4
min in group asynchronous: reset / PS2.state_reg[1] / 1.47 / 3
hold reg to reg: PS2.filter_reg[2] / PS2.filter_reg[1] / 0.41 / 0
setup / recovery: rx_en / PS2.n_reg[0] / 2.03 / 5
Power is estimated from default activity; no workload was simulated.
