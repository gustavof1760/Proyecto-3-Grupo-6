$ cat constraint.sdc
current_design music

set clk_period 4.7
set clk_io_pct 0.2

create_clock -name clk0 -period $clk_period [get_ports {clk}]

set non_clock_inputs [all_inputs -no_clocks]
set_input_delay [expr $clk_period * $clk_io_pct] -clock clk0 $non_clock_inputs
set_output_delay [expr $clk_period * $clk_io_pct] -clock clk0 [all_outputs]
$ cat run.sh
#!/bin/bash
# OpenROAD 26Q1-2900-gdf79404cd8, Yosys 0.63+post, stock flow scripts
make -C /OpenROAD-flow-scripts/flow DESIGN_CONFIG=/design/flow/config.mk WORK_HOME=/design/flow/orfs finish
$ cat design.v
`timescale 1ns / 1ps
module divide_by12(
	input [5:0] numerator,   
	output reg [2:0] quotient, 
	output [3:0] remainder
);
reg [1:0] remainder3to2;
always @(numerator[5:2])
case(numerator[5:2])
	 0: begin quotient=0; remainder3to2=0; end
	 1: begin quotient=0; remainder3to2=1; end
	 2: begin quotient=0; remainder3to2=2; end
	 3: begin quotient=1; remainder3to2=0; end
	 4: begin quotient=1; remainder3to2=1; end
	 5: begin quotient=1; remainder3to2=2; end
	 6: begin quotient=2; remainder3to2=0; end
	 7: begin quotient=2; remainder3to2=1; end
	 8: begin quotient=2; remainder3to2=2; end
	 9: begin quotient=3; remainder3to2=0; end
	10: begin quotient=3; remainder3to2=1; end
	11: begin quotient=3; remainder3to2=2; end
	12: begin quotient=4; remainder3to2=0; end
	13: begin quotient=4; remainder3to2=1; end
	14: begin quotient=4; remainder3to2=2; end
	15: begin quotient=5; remainder3to2=0; end
endcase
assign remainder[1:0] = numerator[1:0];   
assign remainder[3:2] = remainder3to2;   
endmodule
`timescale 1ns / 1ps
module music(
	input enable,
	input clk,
	output reg speaker
);
reg [30:0] tone;
wire [7:0] fullnote;
reg [8:0] clkdivider;
wire [2:0] octave;
wire [3:0] note;
always @(posedge clk)
	begin
	if (enable) 
		tone <= tone+31'd1;
	else
		tone <= 31'b0;		
	end
music_ROM get_fullnote(.clk(clk), .address(tone[29:22]), .noteout(fullnote));
divide_by12 get_octave_and_note(.numerator(fullnote[5:0]), .quotient(octave), .remainder(note));
always @*
case(note)
	 0: clkdivider = 9'd511; 
	 1: clkdivider = 9'd482; 
	 2: clkdivider = 9'd455; 
	 3: clkdivider = 9'd430; 
	 4: clkdivider = 9'd405; 
	 5: clkdivider = 9'd383; 
	 6: clkdivider = 9'd361; 
	 7: clkdivider = 9'd341; 
	 8: clkdivider = 9'd322; 
	 9: clkdivider = 9'd303; 
	10: clkdivider = 9'd286; 
	11: clkdivider = 9'd270; 
	default: clkdivider = 9'd0;
endcase
reg [8:0] counter_note;
reg [7:0] counter_octave;
always @(posedge clk) counter_note <= counter_note==0 ? clkdivider : counter_note-9'd1;
always @(posedge clk) if(counter_note==0) counter_octave <= counter_octave==0 ? 8'd255 >> octave : counter_octave-8'd1;
always @(posedge clk) if(counter_note==0 && counter_octave==0 && fullnote!=0 && tone[21:18]!=0) speaker <= ~speaker;
endmodule
`timescale 1ns / 1ps
module music_ROM(
	input clk,
	input [7:0] address,
	output reg [7:0] noteout
);
reg [7:0] note;
always @(posedge clk)
case(address)
	   0: note<= 8'd25;
     1: note<= 8'd27;
     2: note<= 8'd27;
     3: note<= 8'd25;
     4: note<= 8'd22;
     5: note<= 8'd22;
     6: note<= 8'd30;
     7: note<= 8'd30;
     8: note<= 8'd27;
     9: note<= 8'd27;
    10: note<= 8'd25;
    11: note<= 8'd25;
    12: note<= 8'd25;
    13: note<= 8'd25;
    14: note<= 8'd25;
    15: note<= 8'd25;
    16: note<= 8'd25;
    17: note<= 8'd27;
    18: note<= 8'd25;
    19: note<= 8'd27;
    20: note<= 8'd25;
    21: note<= 8'd25;
    22: note<= 8'd30;
    23: note<= 8'd30;
    24: note<= 8'd29;
    25: note<= 8'd29;
    26: note<= 8'd29;
    27: note<= 8'd29;
    28: note<= 8'd29;
    29: note<= 8'd29;
    30: note<= 8'd29;
    31: note<= 8'd29;
    32: note<= 8'd23;
    33: note<= 8'd25;
    34: note<= 8'd25;
    35: note<= 8'd23;
    36: note<= 8'd20;
    37: note<= 8'd20;
    38: note<= 8'd29;
    39: note<= 8'd29;
    40: note<= 8'd27;
    41: note<= 8'd27;
    42: note<= 8'd25;
    43: note<= 8'd25;
    44: note<= 8'd25;
    45: note<= 8'd25;
    46: note<= 8'd25;
    47: note<= 8'd25;
    48: note<= 8'd25;
    49: note<= 8'd27;
    50: note<= 8'd25;
    51: note<= 8'd27;
    52: note<= 8'd25;
    53: note<= 8'd25;
    54: note<= 8'd27;
    55: note<= 8'd27;
    56: note<= 8'd22;
    57: note<= 8'd22;
    58: note<= 8'd22;
    59: note<= 8'd22;
    60: note<= 8'd22;
    61: note<= 8'd22;
    62: note<= 8'd22;
    63: note<= 8'd22;
    64: note<= 8'd25;
    65: note<= 8'd27;
    66: note<= 8'd27;
    67: note<= 8'd25;
    68: note<= 8'd22;
    69: note<= 8'd22;
    70: note<= 8'd30;
    71: note<= 8'd30;
    72: note<= 8'd27;
    73: note<= 8'd27;
    74: note<= 8'd25;
    75: note<= 8'd25;
    76: note<= 8'd25;
    77: note<= 8'd25;
    78: note<= 8'd25;
    79: note<= 8'd25;
    80: note<= 8'd25;
    81: note<= 8'd27;
    82: note<= 8'd25;
    83: note<= 8'd27;
    84: note<= 8'd25;
    85: note<= 8'd25;
    86: note<= 8'd30;
    87: note<= 8'd30;
    88: note<= 8'd29;
    89: note<= 8'd29;
    90: note<= 8'd29;
    91: note<= 8'd29;
    92: note<= 8'd29;
    93: note<= 8'd29;
    94: note<= 8'd29;
    95: note<= 8'd29;
    96: note<= 8'd23;
    97: note<= 8'd25;
    98: note<= 8'd25;
    99: note<= 8'd23;
   100: note<= 8'd20;
   101: note<= 8'd20;
   102: note<= 8'd29;
   103: note<= 8'd29;
   104: note<= 8'd27;
   105: note<= 8'd27;
   106: note<= 8'd25;
   107: note<= 8'd25;
   108: note<= 8'd25;
   109: note<= 8'd25;
   110: note<= 8'd25;
   111: note<= 8'd25;
   112: note<= 8'd25;
   113: note<= 8'd27;
   114: note<= 8'd25;
   115: note<= 8'd27;
   116: note<= 8'd25;
   117: note<= 8'd25;
   118: note<= 8'd32;
   119: note<= 8'd32;
   120: note<= 8'd30;
   121: note<= 8'd30;
   122: note<= 8'd30;
   123: note<= 8'd30;
   124: note<= 8'd30;
   125: note<= 8'd30;
   126: note<= 8'd30;
   127: note<= 8'd30;
   128: note<= 8'd27;
   129: note<= 8'd27;
   130: note<= 8'd27;
   131: note<= 8'd27;
   132: note<= 8'd30;
   133: note<= 8'd30;
   134: note<= 8'd30;
   135: note<= 8'd27;
   136: note<= 8'd25;
   137: note<= 8'd25;
   138: note<= 8'd22;
   139: note<= 8'd22;
   140: note<= 8'd25;
   141: note<= 8'd25;
   142: note<= 8'd25;
   143: note<= 8'd25;
   144: note<= 8'd23;
   145: note<= 8'd23;
   146: note<= 8'd27;
   147: note<= 8'd27;
   148: note<= 8'd25;
   149: note<= 8'd25;
   150: note<= 8'd23;
   151: note<= 8'd23;
   152: note<= 8'd22;
   153: note<= 8'd22;
   154: note<= 8'd22;
   155: note<= 8'd22;
   156: note<= 8'd22;
   157: note<= 8'd22;
   158: note<= 8'd22;
   159: note<= 8'd22;
   160: note<= 8'd20;
   161: note<= 8'd20;
   162: note<= 8'd22;
   163: note<= 8'd22;
   164: note<= 8'd25;
   165: note<= 8'd25;
   166: note<= 8'd27;
   167: note<= 8'd27;
   168: note<= 8'd29;
   169: note<= 8'd29;
   170: note<= 8'd29;
   171: note<= 8'd29;
   172: note<= 8'd29;
   173: note<= 8'd29;
   174: note<= 8'd29;
   175: note<= 8'd29;
   176: note<= 8'd30;
   177: note<= 8'd30;
   178: note<= 8'd30;
   179: note<= 8'd30;
   180: note<= 8'd29;
   181: note<= 8'd29;
   182: note<= 8'd27;
   183: note<= 8'd27;
   184: note<= 8'd25;
   185: note<= 8'd25;
   186: note<= 8'd23;
   187: note<= 8'd20;
   188: note<= 8'd20;
   189: note<= 8'd20;
   190: note<= 8'd20;
   191: note<= 8'd20;
   192: note<= 8'd25;
   193: note<= 8'd27;
   194: note<= 8'd27;
   195: note<= 8'd25;
   196: note<= 8'd22;
   197: note<= 8'd22;
   198: note<= 8'd30;
   199: note<= 8'd30;
   200: note<= 8'd27;
   201: note<= 8'd27;
   202: note<= 8'd25;
   203: note<= 8'd25;
   204: note<= 8'd25;
   205: note<= 8'd25;
   206: note<= 8'd25;
   207: note<= 8'd25;
   208: note<= 8'd25;
   209: note<= 8'd27;
   210: note<= 8'd25;
   211: note<= 8'd27;
   212: note<= 8'd25;
   213: note<= 8'd25;
   214: note<= 8'd30;
   215: note<= 8'd30;
   216: note<= 8'd29;
   217: note<= 8'd29;
   218: note<= 8'd29;
   219: note<= 8'd29;
   220: note<= 8'd29;
   221: note<= 8'd29;
   222: note<= 8'd29;
   223: note<= 8'd29;
   224: note<= 8'd23;
   225: note<= 8'd25;
   226: note<= 8'd25;
   227: note<= 8'd23;
   228: note<= 8'd20;
   229: note<= 8'd20;
   230: note<= 8'd29;
   231: note<= 8'd29;
   232: note<= 8'd27;
   233: note<= 8'd27;
   234: note<= 8'd25;
   235: note<= 8'd25;
   236: note<= 8'd25;
   237: note<= 8'd25;
   238: note<= 8'd25;
   239: note<= 8'd25;
   240: note<= 8'd25;
   241: note<= 8'd0;
   242: note<= 8'd00;
	default: note <= 8'd0;
endcase
always @(posedge clk)
	begin
		noteout <= note - 8'd0;
	end
endmodule
$ cat config.mk
export PLATFORM = sky130hd
export DESIGN_NAME = music
export DESIGN_NICKNAME = music
export VERILOG_FILES = /design/flow/design.v
export SDC_FILE = /design/flow/constraint.sdc
export NUM_CORES = 4
export LEC_CHECK = 1
export CORE_UTILIZATION = 40
==> ci_impl_report.md <==
## PnR job results

| Metric | Value |
|---|---|
| Post-CTS Resized | 0 |
| Clock Tree Root | clkbuf_8 |
| Syn Inst Count | 407 |
| Seq/Total Area, Yosys | 38.4% |
| Worst setup SP type | flop |
| Final Skew | 6.69 ps |
| Filler cell count | 846 |
| Ys Warns | 3 |
| Hold Path Class | reg2reg |
| Final cell count without fillers | 514 |
| Overall power | 1080 µW |
| Worst Setup End Kind | flop |
| Vias | 2813 |
| Final Cycle Share | 52.1% |
| Synthesized area per cell | 8.90 µm² |
| GRT Util Overall | 15.0% |
| Synth Area in Simple Gates | 22.7% |
| GPL Wtd Cong | 0.858 |
| Largest net degree at the start of global routing | 31 |
| PortBufs | 2 |
| Rel. slew slack | 44.6% |
| TNS Setup | 0 ps |
| Residual DRC count | 0 |
| Pin slew with the least headroom to its limit | 824 ps |
| Share of layout cells above drive strength 1 | 7.14% |
| Core Area | 8760 µm² |
| Top Layout Cells | dfxtp_1, a21oi_1, inv_1, nor2_1, ha_1 |
| Area of the chip | 9440 µm² |
| Slew Limit Fails | 0 |
| Post-synth EDFFs | 9 |
| Total Wirelength | 6490 µm |
| Most numerous logic cell after layout | dfxtp_1 |
| CTS tree | built |
| Number of logged tool warnings | 39 |
| Post-CTS Setup Bufs | 0 |
| Peak VDD IR | 229 µV |
| Clk pin slew, worst setup/hold paths | 70 ps |
| Num CTS Buffers | 9 |
| Die Height | 97.1 µm |
| Top cells, area | dfxtp_1, edfxtp_1, ha_1, a21oi_1, xnor2_1 |
| Clock Sinks | 65 |
| DR vias/cell | 5.47 |
| Crit Path Max Fanout | 10 |
| Power Dens Cells | 275 nW/µm² |
| Setup Viol. Count Final | 0 |
| Fmax | 0.409 GHz |
| CTS max path bufs | 2 |
| Initial antenna violation count | 0 |
| XOR-XNOR Cells, Area Fraction | 4.84% |
| Post-synth top area share | 31.0% |
| Adder Share, Synth | 7.26% |
| Post-Route Utilization | 44.6% |
| Main flop type | dfxtp_1 |
| H-Tree Depth | 3 |
| Ports | 3 |
| Row cnt | 34 |
| Synth area leader | dfxtp_1 |
| Cells in synth_stat.txt | 407 |
| Worst path required time | 4790 ps |
| DPL Wire Length | 4370 µm |
| Final hold violation count | 0 |
| Main logic family | simple AND/OR/NAND/NOR gates |
| GR Overflow Total | 0 |
| Synth mux share | 3.66% |
| Fp util | 41.3% |
| Ant. Diodes | 0 |
| Data arrival, critical path | 2540 ps |
| Placed insts | 498 |
| Yosys cell types | 62 |
| Drt pass-1 iters | 4 |
| Clock latency (worst-skew pair) | 330 ps |
| RSZ-0062 raised after global routing | false |
| Ao+oa area frac | 17.2% |
| Critical path type | reg2reg |
| Share of flip-flops with an asynchronous set or reset | 0% |
| Remaining antenna violation count | 0 |
| LEAKAGE | 0.00130 µW |
| Yosys reg bits | 65 |
| Die width | 97.1 µm |
| Status | finished, final reports clean |
| Maxcap violations | 0 |
| Hold_buf cts | 0 |
| DR WL/cell | 12.6 µm |
| Vias in the first global route | 2592 |
| Yosys Chip Area | 3620 µm² |
| Shortest period the worst path allows | 2450 ps |
| Synthesized cell area | 3620 µm² |
| First-pass GRT wire length | 11700 µm |
| Area Overhead vs Synth | 7.95% |
| Detailed Route Iter0 Violations | 69 |
==> cells by family after synthesis <==
logic type                 Yosys count
and+or+nand+nor                    139
AOI/OAI and AO/OA                   99
DFF                                 65
buffers and inverters               50
adders and majority gates           21
xor gates and xnor gates            20
muxes                               13
==> synthesized netlist by cell type, drive strengths merged (2+ instances only) <==
cell,instances
dfxtp,56
a21oi,34
inv,27
nor2,26
ha,21
nand2,19
o21ai,19
clkbuf,15
nor3,14
or4,14
xnor2,14
nand3,12
mux2i,11
o31ai,10
edfxtp,9
nand2b,9
or3,9
buf,7
nor4,7
a31oi,6
nand4,6
xor2,6
a22oi,5
nor2b,5
o211ai,4
a221oi,3
and2,3
and3,3
and4,3
o21a,3
a211oi,2
mux2,2
o32ai,2
or2,2
or3b,2
or4b,2
==> critical path, stage by stage, from the launching register on <==
cell and delay [ps]:
edfxtp_1 410, inv_1 70, ha_1 190, or4b_1 540
nor4_2 650, o211ai_1 190, o21a_1 140
==> cell type report <==
class / count / area, µm² / area share, %
timing repair buffer: 6 / 50.0 / 1.28
clock buffer: 10 / 128 / 3.27
multi-input combinational: 292 / 2020 / 51.7
inverter: 27 / 101 / 2.59
tap: 108 / 135 / 3.46
clock inverter: 6 / 81.3 / 2.08
sequential: 65 / 1390 / 35.6
==> per-layer routing <==
layer / global-route usage (%) / share of wire (%)
met2: 23.6 / 45
met4: 1.38 / 0.45
met1: 22.7 / 51
met3: 2.93 / 3.2
met5: 0 / 0
==> path summary, 6_finish.rpt <==
| path | start | endpoint | slack (ps) | cells past startpoint |
|---|---|---|---|---|
| worst max register to register | counter_octave[0] | counter_octave[3] | 2250 | 6 |
| worst min register to register | get_fullnote.note[1] | get_fullnote.noteout[1] | 330 | 0 |
| worst min-delay path | get_fullnote.note[1] | get_fullnote.noteout[1] | 330 | 0 |
| worst max-delay path | counter_octave[0] | counter_octave[3] | 2250 | 6 |
==> flip-flops by register name, summed over array words and instances, names as in the netlist <==
signal	cells
counter_note	9
note	2
get_fullnote.note	6
speaker	1
tone	30
get_fullnote.noteout	6
counter_octave	8
octave	3
==> power breakdown <==
part | total (µW) | internal [µW] | switching [µW] | leakage, µW
registers | 567 | 563 | 3.10 | 0.000527
clock network | 500 | 296 | 204 | 0.000106
logic | 9.12 | 3.45 | 5.66 | 0.000670
==> through the flow <==
stage / instance area, µm² / setup WS (ps) / hold WS [ps]
floorplan: 3620 / 2560 / 310
global route: 3910 / 2080 / 332
detailed placement: 3700 / 2280 / 315
CTS: 3910 / 2250 / 327
finish: 3910 / 2250 / 326
global placement: 3700 / 2350 / 313
Power and IR drop assume default switching activity.
