`flow/config.mk`:
```
export PLATFORM = sky130hd
export DESIGN_NAME = Divisor_25MHz
export DESIGN_NICKNAME = Divisor_25MHz
export VERILOG_FILES = /design/flow/design.v
export SDC_FILE = /design/flow/constraint.sdc
export NUM_CORES = 4
export LEC_CHECK = 1
export CORE_AREA = 10 10 70 70
export DIE_AREA = 0 0 80 80
```
`flow/constraint.sdc`:
```
current_design Divisor_25MHz

set clk_period 1.6
set clk_io_pct 0.2

create_clock -name clk0 -period $clk_period [get_ports {clk_in}]

set non_clock_inputs [all_inputs -no_clocks]
set_input_delay [expr $clk_period * $clk_io_pct] -clock clk0 $non_clock_inputs
set_output_delay [expr $clk_period * $clk_io_pct] -clock clk0 [all_outputs]
```
`flow/design.v`:
```
`timescale 1ns / 1ps
module Divisor_25MHz(
   input wire clk_in,reset,      
   output reg clk2       
   );
   reg [3:0] count;
   always@(posedge clk_in)
       begin
           if(count==4'd1)       
               begin
                   count<=0;       
                   clk2 <= ~clk2;  
               end
           else
               begin
                   count<=count+1;   
               end
       end     
endmodule
```
`flow/run.sh`:
```
#!/bin/bash
# OpenROAD 26Q1-2900-gdf79404cd8, Yosys 0.63+post, stock flow scripts
make -C /OpenROAD-flow-scripts/flow DESIGN_CONFIG=/design/flow/config.mk WORK_HOME=/design/flow/orfs finish
```
==> run notes <==
Implementation progress

Leaving out buffers and inverters, the combinational logic in the layout accounts for 87.6 um^2. The fraction of the cycle the final worst path needs stands at 0.852. The share of synthesized area in the top cell type comes to 0.390. The average detailed-routed wire length per instance stands at 4.54 um. The final hold violation count stands at 0. For reference, the final report shows the max-slew violation count at 0. The design area stands at 299 um^2. Ranked by total cell area, the synthesized netlist is headed by dfxtp_1 (39%), edfxtp_1 (15%), ha_1 (12%), nor3b_2 (6.1%), o21ai_2 (4.3%). For the worst setup path, the data arrival time is 1040 ps.

Switching power as a fraction of the total was reported as 0.183. The warning count from the yosys run stands at 1. The routed via count divided by cell count stands at 1.84. The share of total power dissipated in the clock network is 0.528.

In this run the worst setup path begins at clk2. TritonCTS built the clock tree. Per the synthesis report, the number of distinct cell types is 12. Looking at the reg2reg group, the worst path starts from count[0].

The floorplan-stage core utilization stands at 0.0601. Before any placement, the netlist area is recorded as 205 um^2. The flip-flop and latch area stands at 110 um^2. The via count of the routed design stands at 127. The worst hold slack stands at 468 ps. The insertion delay of the later-clocked pin in the worst-skew pair stands at 240 ps.

The total power stands at 0.273 mW. Wires add up to 313 um. The number of buffers created by CTS stands at 3. STA classifies the critical path startpoint as a register. The slowest stage of the critical path is the clkdlybuf4s50_1 cell. After synthesis, the most frequently instantiated cells are dfxtp_1 (4), ha_1 (2), inv_1 (2), nor2_1 (2). Once layout is complete, the cells apart from fillers number 69.

Per the summary, power density relative to cell area is 912 nW/um^2. Logged for this run, the post-placement worst setup slack is 481 ps. The post-route DRC violation count stands at 0. The synthesized netlist has a Yosys-reported chip area of 205 um^2. The accumulated negative setup slack stands at 0 ps. The top fanout value on the critical path stands at 2. The ratio of cells with drive above 1 in the final layout stands at 0.217.

The total of fill cells in the finished design stands at 408. Of the total power, registers draw 0.472. The post-placement cell area is 273 um^2. In the global route stage, overall resource usage came out at 0.0135. Of all cell types, the one taking the most synthesized area is dfxtp_1. The number of instances in the synthesized netlist stands at 18. According to the floorplan log, the row count is 21.

The first routing iteration left 3 violations. Timing would allow up to 0.734 GHz. In this run the register-to-register setup slack is 490 ps. The final timing report derives a shortest allowable period of 1360 ps. The wire length of the first global-routing pass stands at 634 um. The number of enable-type register cells in the synthesized netlist stands at 1. Per the OpenROAD power report, leakage power amounts to 0.101 nW.

The clock slew seen by the registers of the worst setup and hold paths stands at 40 ps. The via count of the first global-routing pass stands at 144. At the end of the flow the core is filled with cells to 0.0875.

Grouping stages by cell kind, the critical path spends the most delay in buffers and inverters. The y dimension of the die stands at 80 um. The tree is rooted in a clkbuf_4. After clock tree synthesis, the flow added hold-fix buffers numbering 0. The number of antenna violations at the first check in global routing stands at 0.

Including well taps, the total number of placed cells is 65. For the worst reg-to-reg path, the endpoint reported by OpenROAD is clk2. Counting flops with an async set or reset pin after synthesis yields a share of 0. The maximum number of pins on one net before global-route repair stands at 5.

The core region area stands at 3420 um^2. Looking at the setup timing report, the critical path kind is register to output port. In this run the number of H-tree levels came out at 1. The count of buffers from port buffering stands at 1.

Yosys reported a register bit count of 5. The transition time recorded at the tightest slew-check pin is 259 ps. The average instance in the mapped netlist occupies 11.4 um^2.

The synthesized netlist was found by Yosys to have 18 cells. The detailed-routing iteration count for the pre-antenna-repair pass stands at 2. The tool flagged a number of max-cap violations equal to 0.

The run finished with clean final reports. From synthesis to final layout, the design area changed by 45.7%. For this design the top-level I/O count stands at 3. The most critical setup path has its endpoint at clk2. The die width stands at 80 um. The detail route stage leaves a number of antenna-violating nets equal to 0. In this run the tightest slew margin relative to its limit is 0.827. The clock passes through at most 2 buffers. Setup repair after global routing left no endpoint under its margin. The combined buffer and inverter count along the critical path stands at 1. The net switching component of the power stands at 0.0498 mW. The final clock skew stands at 4.53 ps. Post-CTS timing repair inserted 0 buffers for setup. The worst reg-to-reg path cell count stands at 2.

The path class of the tightest hold or removal check is register to register. In this run the critical path is formed by clkdlybuf4s50_1. Internal power comes to 0.223 mW. The most frequently used library cell after synthesis is dfxtp_1. Post-synth the commonest register cell is dfxtp_1.

The worst setup path is captured at an output port. The proportion of power drawn by combinational gates stands at 0. The post-route worst setup slack stands at 237 ps. The OpenROAD report gives the critical path a required time of 1280 ps. The share of the Yosys chip area taken by registers is 0.537. Per the gpl log, the routability congestion estimate is 0.658. The number of sinks driven by the clock tree stands at 5.

The overall die size recorded for this design is 6400 um^2. The peak ir drop on the vdd network stands at 0.000279 V. Setup violations remaining at the end of the flow were counted as 0.

All stages included, the depth of the critical timing path comes to 1. The post-cts repair resize count stands at 0. OpenROAD emitted warnings numbering 27. The repair_antennas step left the layout with diodes totalling 0. The final global-route overflow total stands at 0.

Per STA, the highest per-stage delay on the worst path measures 470 ps.
==> how the worst min path moves through the flow <==
| stage | start | to | slack, ps | cells past startpoint |
|---|---|---|---|---|
| final | count[0] | count[0] | 470 | 1 |
| after global routing | count[0] | count[0] | 510 | 1 |
| after CTS | count[0] | count[0] | 480 | 1 |
==> flip-flops by register name, summed over array words and instances, names as in the netlist <==
signal,flops
clk2,1
count,4
==> power by group through the flow <==
| stage | Clock [mW] | Sequential (mW) | Combinational (mW) |
|---|---|---|---|
| after CTS | 0.151 | 0.129 | 0.0000000421 |
| after global routing | 0.157 | 0.128 | 0.0000000421 |
| final | 0.144 | 0.129 | 0.0000000421 |
==> metal layers <==
layer	up-vias	share of wire	track usage
met3	0	0.21	0.0193
met5	-	0	0
met4	0	0	0.00352
met1	55	0.41	0.0127
li1	68	-	-
met2	4	0.37	0.0161
==> worst register-to-register path: cells and delay by family, from the launching register on <==
| kind | cells | cell delay, ps |
|---|---|---|
| flip-flops | 1 | 370 |
| AND/OR/NAND/NOR | 1 | 260 |
| adder cells (fa/ha/maj) | 1 | 170 |
==> layout by cell type, fill, tap and decap left out, drive strengths merged <==
cell type / instances
clkdlybuf4s50: 1
ha: 2
clkbuf: 4
nor2b: 1
nor2: 2
xnor2: 1
nor3b: 1
inv: 2
nand2b: 1
or2b: 1
dfxtp: 4
nand3: 1
edfxtp: 1
o21ai: 1
==> logic make-up (layout without fill, tap and decap cells) <==
group	after synthesis	after routing	share of synthesized area
buffers and inverters	2	7	0.0366
adder cells (fa/ha/maj)	2	2	0.122
AND/OR/NAND/NOR	7	7	0.220
AND-OR/OR-AND	1	1	0.0427
XOR/XNOR	1	1	0.0427
flip-flops	5	5	0.537
==> area by class of cell <==
cell class              count  area share
well taps                  46       0.192
repair buffers              1      0.0335
flip-flops and latches      5       0.368
clock buffers               4      0.0879
inverters                   2      0.0251
multi-input cells          11       0.293
Power and IR drop assume default switching activity.
