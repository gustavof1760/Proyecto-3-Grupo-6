### ./design.v
`timescale 1ns / 1ps
module CONTROL (
	input clk, reset, T_Det, T_der, T_izq, T_arri, T_abaj, T_FeHo, T_Temp,
	output reg [3:0] state, direccion, 
	output reg [7:0] dia, mes, anno, hora, minutos, segundos, temp_hora, temp_min, temp_seg
	);
reg [3:0] state_sig;
parameter [3:0] M0 = 4'b0000;  
parameter [3:0] rst_reloj = 4'b0001;  
parameter [3:0] Prog_dia = 4'b0010;  
parameter [3:0] Prog_mes = 4'b0011;  
parameter [3:0] Prog_anno = 4'b0100;  
parameter [3:0] Prog_hora = 4'b0101;  
parameter [3:0] Prog_min = 4'b0110;  
parameter [3:0] Prog_seg = 4'b0111;  
parameter [3:0] rst_temp = 4'b1000;  
parameter [3:0] Prog_temphora = 4'b1001;  
parameter [3:0] Prog_tempmin = 4'b1010;  
parameter [3:0] Prog_tempseg = 4'b1011;  
parameter [3:0] A = 4'b1100;
always @* begin  
    case(state)
        M0: if (T_FeHo)
                state_sig = rst_reloj;
             else if (T_Temp)
                state_sig = rst_temp;
             else
                state_sig = M0;
        rst_reloj: state_sig = Prog_dia;
        Prog_dia: if (T_Det)
                    state_sig = M0;
                else if (T_der)
                    state_sig = Prog_mes;
                else if (T_izq)
                    state_sig = Prog_seg;
                else
                    state_sig = Prog_dia;
        Prog_mes: if (T_Det)
                    state_sig = M0;
                else if (T_der)
                    state_sig = Prog_anno;
                else if (T_izq)
                    state_sig = Prog_dia;
                else
                    state_sig = Prog_mes;
        Prog_anno: if (T_Det)
                    state_sig = M0;
                else if (T_der)
                    state_sig = Prog_hora;
                else if (T_izq)
                    state_sig = Prog_mes;
                else
                    state_sig = Prog_anno;
        Prog_hora: if (T_Det)
                    state_sig = M0;
                else if (T_der)
                    state_sig = Prog_min;
                else if (T_izq)
                    state_sig = Prog_anno;
                else
                    state_sig = Prog_hora;
        Prog_min: if (T_Det)
                    state_sig = M0;
                else if (T_der)
                    state_sig = Prog_seg;
                else if (T_izq)
                    state_sig = Prog_hora;
                else
                    state_sig = Prog_min;
        Prog_seg: if (T_Det)
                    state_sig = M0;
                else if (T_der)
                    state_sig = Prog_dia;
                else if (T_izq)
                    state_sig = Prog_min;
                else
                    state_sig = Prog_seg;
        rst_temp: state_sig = Prog_temphora;
        Prog_temphora: if (T_Det)
                    state_sig = M0;
                else if (T_der)
                    state_sig = Prog_tempmin;
                else if (T_izq)
                    state_sig = Prog_tempseg;
                else
                    state_sig = Prog_temphora;
        Prog_tempmin: if (T_Det)
                    state_sig = M0;
                else if (T_der)
                    state_sig = Prog_tempseg;
                else if (T_izq)
                    state_sig = Prog_temphora;
                else
                    state_sig = Prog_tempmin;
        Prog_tempseg: if (T_Det)
                    state_sig = M0;
                else if (T_der)
                    state_sig = Prog_temphora;
                else if (T_izq)
                    state_sig = Prog_tempmin;
                else
                    state_sig = Prog_tempseg;
        default: state_sig = M0;
    endcase
end
always @(posedge clk, posedge reset)
    if (reset) 
        {dia, mes, anno, hora, minutos, segundos, temp_hora, temp_min, temp_seg, direccion} = {8'h0,8'h0,8'h0,8'h0,8'h0,8'h0,8'h0,8'h0,8'h0,4'h0} ;
    else 
        begin
            {dia, mes, anno, hora, minutos, segundos, temp_hora, temp_min, temp_seg, direccion} = {dia, mes, anno, hora, minutos, segundos, temp_hora, temp_min, temp_seg, direccion} ;
            case(state)
               M0:{dia, mes, anno, hora, minutos, segundos, temp_hora, temp_min, temp_seg, direccion} = {dia, mes, anno, hora, minutos, segundos, temp_hora, temp_min, temp_seg, direccion} ;
               rst_reloj: {dia, mes, anno, hora, minutos, segundos, direccion} = {8'h1, 8'h1, 8'h0, 8'h0, 8'h0, 8'h0, 4'h0 } ;
               Prog_dia: begin
                        direccion = 4'h3;
                        if (T_arri)
                            if (dia == 8'h31)
                                dia = 8'h1;
                            else if (dia[3:0] == 4'h9)
                                dia = dia + 8'h7;
                            else
                                dia = dia + 8'h1;
                        else
                            if (T_abaj)
                                if (dia == 8'h0)
                                    dia = 8'h31;
                                else if (dia[3:0] == 4'h0)
                                    dia = dia - 8'h7;
                                else
                                dia = dia - 8'h1;
                        end
               Prog_mes: begin
                        direccion = 4'h4;
                        if (T_arri)
                            if (mes == 8'h12)
                                mes = 8'h1;
                            else if (mes[3:0] == 4'h9)
                                mes = mes + 8'h7;
                            else
                                mes = mes + 8'h1;
                        else if (T_abaj)
                            if (mes == 8'h1)
                                mes = 8'h12;
                            else if (mes[3:0] == 4'h0)
                                mes = mes - 8'h7;
                            else
                                mes = mes - 8'h1;
                        end
              Prog_anno: begin
                        direccion = 4'h5;
                        if (T_arri)
                            if (anno == 8'h99)
                                anno = 8'h0;
                            else if (anno[3:0] == 4'h9)
                                anno = anno + 8'h7;
                            else
                                anno = anno + 8'h1;
                        else if (T_abaj)
                            if (anno == 8'h0)
                                anno = 8'h99;
                            else if (anno[3:0] == 4'h0)
                                anno = anno - 8'h7;
                            else
                                anno = anno - 8'h1;
                        end
              Prog_hora:begin
                        direccion = 4'h0;
                        if (T_arri)
                            if (hora == 8'h23)
                                hora = 8'h0;
                            else if (hora[3:0] == 4'h9)
                                hora = hora + 8'h7;
                            else
                                hora = hora + 8'h1;
                        else if (T_abaj)
                            if (hora == 8'h0)
                                hora = 8'h23;
                            else if (hora[3:0] == 4'h0)
                                hora = hora - 8'h7;
                            else
                                hora = hora - 8'h1;
                        end
              Prog_min: begin
                        direccion = 4'h1;
                        if (T_arri)
                            if (minutos == 8'h59)
                                minutos = 8'h0;
                            else if (minutos[3:0] == 4'h9)
                                minutos = minutos + 8'h7;
                            else
                                minutos = minutos + 8'h1;
                        else if (T_abaj)
                            if (minutos == 8'h0)
                                minutos = 8'h59;
                            else if (minutos[3:0] == 4'h0)
                                minutos = minutos - 8'h7;
                            else
                                minutos = minutos - 8'h1;
                        end
              Prog_seg: begin
                        direccion = 4'h2;
                        if (T_arri)
                            if (segundos == 8'h59)
                                segundos= 8'h0;
                            else if (segundos[3:0] == 4'h9)
                                segundos = segundos + 8'h7;
                            else
                                segundos = segundos + 8'h1;
                        else if (T_abaj)
                            if (segundos == 8'h0)
                                segundos = 8'h59;
                            else if (segundos[3:0] == 4'h0)
                                segundos = segundos - 8'h7;
                            else
                                segundos = segundos - 8'h1;
                        end
              rst_temp: {temp_hora, temp_min, temp_seg, direccion} = {8'b0, 8'b0, 8'b0, 4'h0} ;
              Prog_temphora: begin
                        direccion = 4'h6;
                        if (T_arri)
                            if (temp_hora == 8'h23)
                                temp_hora = 8'h0;
                            else if (temp_hora[3:0] == 4'h9)
                                temp_hora = temp_hora + 8'h7;
                            else
                                temp_hora = temp_hora + 8'h1;
                        else if (T_abaj)
                            if (temp_hora == 8'h0)
                                temp_hora = 8'h23;
                            else if (temp_hora[3:0] == 4'h0)
                                temp_hora = temp_hora - 8'h7;
                            else
                                temp_hora = temp_hora - 8'h1;
                        end
              Prog_tempmin: begin
                        direccion = 4'h7;
                        if (T_arri)
                            if (temp_min == 8'h59)
                                temp_min = 8'h0;
                            else if (temp_min[3:0] == 4'h9)
                                temp_min = temp_min + 8'h7;
                            else
                                temp_min = temp_min + 8'h1;
                        else if (T_abaj)
                            if (temp_min == 8'h0)
                                temp_min = 8'h59;
                            else if (temp_min[3:0] == 4'h0)
                                temp_min = temp_min - 8'h7;
                            else
                                temp_min = temp_min - 8'h1;
                        end
              Prog_tempseg: begin
                        direccion = 4'h8;
                        if (T_arri)
                            if (temp_seg == 8'h59)
                                temp_seg= 8'h0;
                            else if (temp_seg[3:0] == 4'h9)
                                temp_seg = temp_seg + 8'h7;
                            else
                                temp_seg = temp_seg + 8'h1;
                        else if (T_abaj)
                            if (temp_seg == 8'h0)
                                temp_seg = 8'h59;
                            else if (temp_seg[3:0] == 4'h0)
                                temp_seg = temp_seg - 8'h7;
                            else
                                temp_seg = temp_seg - 8'h1;
                        end
              A: {dia, mes, anno, hora, minutos, segundos, temp_hora, temp_min, temp_seg,direccion} = {8'hff, 8'hff, 8'hff, 8'hff, 8'hff, 8'hff, 8'hff, 8'hff, 8'hff , 4'hf} ;
              default: {dia, mes, anno, hora, minutos, segundos, temp_hora, temp_min, temp_seg, direccion} = {8'h1, 8'h1, 8'h0, 8'h0, 8'h0, 8'h0, 8'h0, 8'h0, 8'h0, 4'h0 } ;  
          endcase
end
always @(posedge clk, posedge reset)
    begin
        if (reset)
            state <= M0;
        else
            state <= state_sig;
    end
endmodule
### ./run.sh
#!/bin/bash
# OpenROAD 26Q1-2900-gdf79404cd8, Yosys 0.63+post, stock flow scripts
make -C /OpenROAD-flow-scripts/flow DESIGN_CONFIG=/design/flow/config.mk WORK_HOME=/design/flow/orfs finish
### ./config.mk
export PLATFORM = sky130hd
export DESIGN_NAME = CONTROL
export DESIGN_NICKNAME = CONTROL
export VERILOG_FILES = /design/flow/design.v
export SDC_FILE = /design/flow/constraint.sdc
export NUM_CORES = 4
export LEC_CHECK = 1
export CORE_UTILIZATION = 50
### ./constraint.sdc
current_design CONTROL

set clk_period 4.8
set clk_io_pct 0.2

create_clock -name clk0 -period $clk_period [get_ports {clk}]

set non_clock_inputs [all_inputs -no_clocks]
set_input_delay [expr $clk_period * $clk_io_pct] -clock clk0 $non_clock_inputs
set_output_delay [expr $clk_period * $clk_io_pct] -clock clk0 [all_outputs]
==> impl_metrics.py <==
# Physical implementation metrics
metrics = {
    "status": {
        "outcome": "finished clean",
    },
    "sta": {
        "finClkSkew_ns": 0.00481,
        "worst_slew_pin_slew_ns": 0.759,
        "grt_setup_unrepaired": "false",
        "setup_slack_ns": 1.76,
        "finalClockPeriodUsage_pct": 63.4,
        "fin_setup_tns_ns": 0,
        "setup_viol": 0,
        "maxSlewHeadroom_pct": 49.4,
        "slew_violations": 0,
        "min_period_ns": 3.04,
        "hold_violations": 0,
        "max_freq_ghz": 0.329,
    },
    "grt": {
        "grt_overflow_total": 0,
        "grt_max_degree": 64,
        "grt_pass1_vias": 7121,
        "grt_pass1_wl_mm": 37.5,
        "antenna_found_initial": 0,
        "grt_use_total_pct": 28.7,
    },
    "setup_path": {
        "arrival_ns": 3.28,
        "start_kind": "primary input",
        "worstSetupPathType": "in2reg",
        "path_max_fanout": 63,
        "worstPathRequired_ns": 5.04,
        "endpoint_kind": "flip-flop",
    },
    "pwr": {
        "p_leak_nw": 3.58,
        "max-vdd-ir-drop_mv": 0.420,
        "powerDensity_nw_per_um2": 657,
    },
    "synthesis": {
        "syn-mean-instance-area_um2": 7.83,
        "ys_warn_count": 1,
        "yosysUniqueCellTypes": 93,
        "synth-edff-count": 0,
        "yosys_cells": 1029,
        "syn_inst": 1029,
        "ys_seq_share_pct": 24.8,
        "async_flop_share_pct": 100,
        "syn_area_um2": 8060,
        "ys_ff": 80,
        "synthFlopType": "dfrtp_1",
        "ys_chip_area_um2": 8060,
    },
    "min_path": {
        "hold_path.class": "reg2reg",
    },
    "clocking": {
        "clk_latency_ns": 0.35,
        "htree_levels": 3,
        "ctsRootBufferMaster": "clkbuf_16",
        "clk_pin_slew_ns": 0.06,
        "cts_buffers": 9,
        "cts_tree": "done",
        "ctsHoldBuffers": 0,
        "cts_sinks": 80,
        "cts.repair.resized": 0,
        "cts_setup_buffers": 0,
        "clockBufferDepth": 2,
    },
    "flow_run": {
        "tool_warnings": 35,
        "drv_cap": 0,
    },
    "floorplanning": {
        "die-width_um": 129,
        "pin_count": 89,
        "core_um2": 15800,
        "die_h_um": 129,
        "rows": 46,
        "fp_util_pct": 50.9,
        "dieArea_um2": 16600,
    },
    "final_layout": {
        "synthToLayoutAreaGrowth_pct": 14.3,
        "fin_util_pct": 58.2,
        "drive_gt1_share_pct": 4.94,
    },
    "detailed_routing": {
        "routed_wl_mm": 22.6,
        "via_per_inst": 6.41,
        "drc": 0,
        "dr.pass1.iters": 5,
        "diodes": 0,
        "routedWlPerCell_um": 17.9,
        "num_vias": 8130,
        "ant_nets": 0,
        "drtIter0Drc": 572,
    },
    "placement": {
        "dp_hpwl_mm": 15.3,
        "io_buffers": 88,
        "place_ws_ns": 1.40,
        "place.gp.congestion": 0.912,
    },
}
-- flip-flops by register name (all words and copies together), names as in the netlist --
name	count
temp_min	8
minutos	8
direccion	4
temp_hora	8
hora	8
dia	8
segundos	8
anno	8
mes	8
state	4
temp_seg	8
-- kinds of logic after synthesis --
group / count (synthesis) / share of synthesized area [%]
AND-OR/OR-AND: 368 / 32.1
XOR/XNOR: 40 / 4.35
adder cells (fa/ha/maj): 32 / 4.97
buffers and inverters: 123 / 6.26
flip-flops: 80 / 24.8
multiplexers: 20 / 2.61
AND/OR/NAND/NOR: 366 / 24.9
-- path summary, 6_finish.rpt --
| check | startpoint | to | slack (ns) | cells past startpoint |
|---|---|---|---|---|
| min in group asynchronous | reset | temp_seg[2]$_DFFE_PP0P_ | 1.03 | 2 |
| worst min-delay path | direccion[2]$_DFFE_PP0N_ | direccion[2]$_DFFE_PP0N_ | 0.56 | 1 |
| max in group asynchronous | reset | segundos[2]$_DFFE_PP0P_ | 2.71 | 3 |
| worst max-delay path | T_arri | dia[4]$_DFFE_PP0P_ | 1.76 | 7 |
| worst min register to register | direccion[2]$_DFFE_PP0N_ | direccion[2]$_DFFE_PP0N_ | 0.56 | 1 |
| worst max register to register | temp_seg[0]$_DFFE_PP0P_ | temp_seg[7]$_DFFE_PP0P_ | 1.82 | 8 |
-- Yosys cell counts, drive strengths merged, types with 11 or more instances --
master  number  area, um2
xor2        17        149
a21o        11       82.6
buf         25        133
a221oi      11       96.3
nor2        77        297
nand3b      12       90.1
nand2b      15       93.8
nor3b       11       87.6
or2         12       75.1
a31oi       19        125
nand3       30        155
o22a        11       96.3
o21a        12       90.1
o21ai       85        429
nor2b       18        113
ha          32        400
nor3        29        145
or3         16        101
mux2i       12        120
nor4        15        115
nand2       68        255
xnor2       23        201
inv         34        130
dfrtp       80       2000
clkbuf      64        241
o211ai      18        140
a21oi       61        305
a311oi      12        111
a211oi      19        143
-- placed cells by master (no fill, tap or decap), types with 28 or more instances in the layout --
cell / synthesis / final
ha_1: 32 / 32
a21oi_1: 61 / 61
nor3_1: 29 / 29
o21ai_0: 42 / 42
inv_1: 29 / 28
o21ai_1: 42 / 42
nor2_1: 76 / 76
clkdlybuf4s50_1: 0 / 87
dfrtp_1: 80 / 80
nand2_1: 68 / 68
nand3_1: 29 / 29
-- per-layer routing --
layer  vias up  global-route usage (%)  share of wire, %  routed length, um
met2       287                    42.4                45              10100
met5         -                       0                 0                  0
met1      3884                    47.1                48              11000
li1       3941                       -                 -                  -
met4         0                    2.91              0.96                217
met3        18                    3.81               5.9               1340
-- worst max-delay path, cell delays in order --
cell and delay, ns:
buf_2 0.52, buf_4 0.64, nand4_1 0.15, o31ai_1 0.38
or3_1 0.25, a221oi_1 0.07, a211o_1 0.25
-- stage by stage --
step	hold slack [ns]	cells	instance area (um2)	total power, W
2_1_floorplan	0.446	1029	8060	0.00415
3_3_place_gp	0.538	1252	8890	0.00526
3_5_place_dp	0.545	1252	8890	0.00524
4_1_cts	0.559	1268	9210	0.00604
5_1_grt	0.580	1268	9210	0.00661
6_report	0.560	1268	9210	0.00605
-- cell type report --
type                       instances  area, um2
timing repair buffer              96        936
clock inverter                     3       65.1
multi-input combinational        826       5550
fill                            1466       6620
inverter                          34        131
sequential                        80       2000
tap                              216        270
clock buffer                      13        250
-- power breakdown --
part / leakage (nW) / internal (W) / total [W] / switching [W]
registers: 1.03 / 0.000926 / 0.00169 / 0.000765
logic: 2.39 / 0.00180 / 0.00360 / 0.00180
clock network: 0.154 / 0.000470 / 0.000760 / 0.000290
Power and IR drop assume default switching activity.
