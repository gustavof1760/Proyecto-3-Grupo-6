[/design/flow/config.mk]
export PLATFORM = sky130hd
export DESIGN_NAME = Lectura
export DESIGN_NICKNAME = Lectura
export VERILOG_FILES = /design/flow/design.v
export SDC_FILE = /design/flow/constraint.sdc
export NUM_CORES = 4
export LEC_CHECK = 1
export CORE_AREA = 10 10 75 75
export DIE_AREA = 0 0 85 85
[/design/flow/constraint.sdc]
current_design Lectura

set clk_period 2.0
set clk_io_pct 0.2

create_clock -name clk0 -period $clk_period [get_ports {clk}]

set non_clock_inputs [all_inputs -no_clocks]
set_input_delay [expr $clk_period * $clk_io_pct] -clock clk0 $non_clock_inputs
set_output_delay [expr $clk_period * $clk_io_pct] -clock clk0 [all_outputs]
[/design/flow/design.v]
`timescale 1ns / 1ps
module Lectura(clk, reset, entrada, MUX_AD, Fin_Lectura, state, a_d, cs, rd, wr, ts, enable_Reg);
	input clk, entrada, reset ; 
	output a_d, cs, rd, wr, ts, MUX_AD, Fin_Lectura, enable_Reg;
	output[2:0] state; 
	reg [2:0] state_sig, state; 
	reg [1:0] valor_cuenta; 
	reg carga_temp, enable_Reg, Fin_Lectura, a_d, cs, rd, wr, ts, MUX_AD;
	wire cuenta_terminada;  
parameter [2:0] RR_0 = 3'b000;
parameter [2:0] RR_1 = 3'b001;
parameter [2:0] RR_2 = 3'b010;
parameter [2:0] RR_3 = 3'b011;
parameter [2:0] RR_4 = 3'b100;
parameter [2:0] RR_5 = 3'b101;
parameter [2:0] RR_6 = 3'b110;
parameter [2:0] RR_7 = 3'b111; 
Temporizador Lectura_Timer(clk, reset, carga_temp, valor_cuenta, cuenta_terminada);
	always @(state or entrada or cuenta_terminada) begin
		case(state)
			RR_0: {carga_temp, valor_cuenta, state_sig} = {1'b1, 2'b10, entrada ? RR_1 : RR_0};
			RR_1: {carga_temp, valor_cuenta, state_sig} = {1'b1, 2'b10, RR_2};
			RR_2: {carga_temp, valor_cuenta, state_sig} = {cuenta_terminada, 2'b01, cuenta_terminada ? RR_3 : RR_2};
			RR_3: {carga_temp, valor_cuenta, state_sig} = {cuenta_terminada, 2'b11, cuenta_terminada ? RR_4 : RR_3};
			RR_4: {carga_temp, valor_cuenta, state_sig} = {cuenta_terminada, 2'b10, cuenta_terminada ? RR_5 : RR_4};
			RR_5: {carga_temp, valor_cuenta, state_sig} = {cuenta_terminada, 2'b11, cuenta_terminada ? RR_6 : RR_5};
			RR_6: {carga_temp, valor_cuenta, state_sig} = {cuenta_terminada, 2'b00, cuenta_terminada ? RR_7 : RR_6};
			RR_7: {carga_temp, valor_cuenta, state_sig} = {1'b1, 2'b00, RR_0};
			default: {carga_temp, valor_cuenta, state_sig} = {1'b0, 2'b00, RR_0};
		endcase
	end
	always @(state or entrada or cuenta_terminada) begin
		case(state)
			RR_0: {a_d, cs, rd, wr, MUX_AD, Fin_Lectura, ts, enable_Reg} = {1'b1, 1'b1, 1'b1, 1'b1, 1'b0, 1'b0, 1'b0, 1'b0};
			RR_1: {a_d, cs, rd, wr, MUX_AD, Fin_Lectura, ts, enable_Reg} = {1'b0, 1'b1, 1'b1, 1'b1, 1'b0, 1'b0, 1'b0, 1'b0};
			RR_2: {a_d, cs, rd, wr, MUX_AD, Fin_Lectura, ts, enable_Reg} = {1'b0, 1'b0, 1'b1, 1'b0, 1'b0, 1'b0, 1'b0, 1'b0};
			RR_3: {a_d, cs, rd, wr, MUX_AD, Fin_Lectura, ts, enable_Reg} = {1'b0, 1'b1, 1'b1, 1'b1, 1'b0, 1'b0, 1'b0, 1'b0};
			RR_4: {a_d, cs, rd, wr, MUX_AD, Fin_Lectura, ts, enable_Reg} = {1'b1, 1'b1, 1'b1, 1'b1, 1'b1, 1'b0, 1'b1, 1'b0};
			RR_5: {a_d, cs, rd, wr, MUX_AD, Fin_Lectura, ts, enable_Reg} = {1'b1, 1'b0, 1'b0, 1'b1, 1'b1, 1'b0, 1'b1, 1'b1};
			RR_6: {a_d, cs, rd, wr, MUX_AD, Fin_Lectura, ts, enable_Reg} = {1'b1, 1'b1, 1'b1, 1'b1, 1'b1, 1'b0, 1'b1, 1'b0};
			RR_7: {a_d, cs, rd, wr, MUX_AD, Fin_Lectura, ts, enable_Reg} = {1'b1, 1'b1, 1'b1, 1'b1, 1'b1, 1'b1, 1'b1, 1'b0};
			default: {a_d, cs, rd, wr, MUX_AD, Fin_Lectura, ts, enable_Reg} = {1'b1, 1'b1, 1'b1, 1'b1, 1'b1, 1'b0, 1'b1, 1'b0};
		endcase
	end
	always @(posedge clk, posedge reset) begin
		if (reset) begin
		state <= RR_0;
		end
		else begin
		state <= state_sig;
		end
	end
endmodule
`timescale 1ns / 1ps
module Temporizador(clk, reset, carga_temp, temp_sel, listo);
input clk, reset, carga_temp;
input [1:0] temp_sel;
output listo;
reg [3:0] contador;
reg [3:0] contador_sig;
reg listo;
parameter [3:0] Ts_ad = 4'd3;
parameter [3:0] Tc_ac = 4'd7;
parameter [3:0] Tw = 4'd12;
always@(reset or carga_temp or temp_sel or listo or contador) 
    begin
        casex({reset, carga_temp, temp_sel, listo})
        5'b1xxxx: contador_sig = 4'b0;
        5'b0101x: contador_sig = Ts_ad;
        5'b0110x: contador_sig = Tc_ac;
        5'b0111x: contador_sig = Tw;
        5'b00xx0: contador_sig = contador - 1'b1;
        5'b00xx1: contador_sig = contador;
        default: contador_sig = contador;
        endcase
    end
always @(posedge clk) 
    begin
         contador <= contador_sig;
    end
always @* 
    begin
        listo = !(|contador) ;  
    end
endmodule
[/design/flow/run.sh]
#!/bin/bash
# OpenROAD 26Q1-2900-gdf79404cd8, Yosys 0.63+post, stock flow scripts
make -C /OpenROAD-flow-scripts/flow DESIGN_CONFIG=/design/flow/config.mk WORK_HOME=/design/flow/orfs finish
==> node_exporter_impl.prom <==
# HELP chip_impl_metric Physical implementation figures
# TYPE chip_impl_metric gauge
chip_impl_metric{name="post_dp_cell_area",unit="um^2"} 715.7
chip_impl_metric{name="worstPathRequired",unit="ns"} 1.60
chip_impl_metric{name="synth-cells-yosys",unit=""} 65
chip_impl_metric{name="grt_overflow",unit=""} 0
chip_impl_metric{name="detailroute.via_count",unit=""} 495
chip_impl_metric{name="clk-insertion-delay-late",unit="ns"} 0.22
chip_impl_metric{name="switching_share_of_power",unit="%"} 36.64
chip_impl_metric{name="cts_hold_buffers",unit=""} 0
chip_impl_metric{name="rows",unit=""} 23
chip_impl_info{name="setup_crit_start_kind",value="register"} 1
chip_impl_metric{name="initial_drt_pass_iterations",unit=""} 4
chip_impl_metric{name="die.size.y",unit="um"} 85
chip_impl_metric{name="clockPowerShare",unit="%"} 14.8
chip_impl_metric{name="internal",unit="mW"} 0.8178
chip_impl_metric{name="dp_hpwl",unit="um"} 1016
chip_impl_metric{name="globalplace.congestion",unit=""} 0.8018
chip_impl_metric{name="grt_antenna_before_repair",unit=""} 0
chip_impl_info{name="cts_tree",value="built"} 1
chip_impl_metric{name="sequentialPowerShare",unit="%"} 22.2
chip_impl_metric{name="detail-route-antenna-nets",unit=""} 0
chip_impl_info{name="holdCritPathClass",value="in -> async"} 1
chip_impl_metric{name="power.density_cell_area",unit="nW/um^2"} 1686
chip_impl_info{name="run_status",value="finished, final reports clean"} 1
chip_impl_metric{name="fin_setup_tns",unit="ns"} 0
chip_impl_metric{name="finish.utilization",unit="%"} 18.87
chip_impl_metric{name="timing.final.ws_setup",unit="ns"} 0.1218
chip_impl_metric{name="p_leak",unit="nW"} 0.2917
chip_impl_info{name="grt_setup_unrepaired",value="no"} 1
chip_impl_metric{name="syn_to_final_growth",unit="%"} 48.91
chip_impl_metric{name="achievable-frequency",unit="MHz"} 532.4
chip_impl_metric{name="headroom_to_the_max_slew_limit",unit="%"} 64.41
chip_impl_metric{name="finalMaxSlewViolations",unit=""} 0
chip_impl_metric{name="viasPerCell",unit=""} 3.750
chip_impl_metric{name="io_buffer_count",unit=""} 13
chip_impl_metric{name="final_layout_size_suffix_gt1_share",unit="%"} 14.63
chip_impl_metric{name="cts_made_buffers",unit=""} 3
chip_impl_metric{name="yosys_warnings",unit=""} 2
chip_impl_metric{name="ys_seq_share",unit="%"} 37.96
chip_impl_metric{name="post-layout-total-power",unit="mW"} 1.291
chip_impl_metric{name="ioPinCount",unit=""} 14
chip_impl_info{name="layout.cells.most_common_list",value="clkdlybuf4s50_1 (13), a21oi_1 (9), nor2_1 (8), o21ai_0 (8), nand2_1 (6)"} 1
chip_impl_metric{name="grt_max_degree",unit=""} 13
chip_impl_metric{name="grt_pass1_wl",unit="um"} 2139
chip_impl_metric{name="timing.final.crit_period",unit="ns"} 1.878
chip_impl_info{name="most_instantiated_logic_cell_after_routing",value="clkdlybuf4s50_1"} 1
chip_impl_metric{name="die.size.x",unit="um"} 85
chip_impl_metric{name="htree_levels",unit=""} 1
chip_impl_metric{name="core-area",unit="um^2"} 4058
chip_impl_metric{name="clock_sink_count",unit=""} 7
chip_impl_metric{name="synth_chip_area",unit="um^2"} 514.2
chip_impl_metric{name="ir_worst_vdd",unit="uV"} 890.8
chip_impl_metric{name="clock_path_buffers",unit=""} 2
chip_impl_metric{name="hold_viol",unit=""} 0
chip_impl_metric{name="share_comb_of_total_power",unit="%"} 63.0
chip_impl_metric{name="drt-initial-drc-count",unit=""} 5
chip_impl_metric{name="track_usage",unit="%"} 3.376
chip_impl_metric{name="final.setup_skew",unit="ns"} 0.001383
chip_impl_metric{name="synth.lib_cells_used.distinct",unit=""} 24
chip_impl_metric{name="synthesis.instances",unit=""} 65
chip_impl_metric{name="fp_util",unit="%"} 12.67
chip_impl_info{name="root_buffer",value="clkbuf_8"} 1
chip_impl_metric{name="fin_area",unit="um^2"} 765.7
chip_impl_metric{name="postSynthRegisterBits",unit=""} 7
chip_impl_metric{name="first_global_vias",unit=""} 490
chip_impl_metric{name="r2r_cells",unit=""} 5
chip_impl_metric{name="worst_pin_slew",unit="ns"} 0.5283
chip_impl_metric{name="cts.clk_slew.worst_paths",unit="ns"} 0.04
chip_impl_metric{name="antenna_cells",unit=""} 0
chip_impl_metric{name="cp_max_fo",unit=""} 12
chip_impl_metric{name="drt_drc_violations_left",unit=""} 0
chip_impl_metric{name="maxCapViolCount",unit=""} 0
chip_impl_metric{name="setup_viol",unit=""} 0
chip_impl_metric{name="synth_area",unit="um^2"} 514.2
chip_impl_info{name="crit_type",value="reg -> out"} 1
chip_impl_metric{name="route.final.wire_length",unit="um"} 1247
chip_impl_metric{name="tool_warnings",unit=""} 26
chip_impl_metric{name="dieArea",unit="um^2"} 7225
chip_impl_metric{name="worstPathArrival",unit="ns"} 1.48
chip_impl_metric{name="power.switching",unit="mW"} 0.4730
chip_impl_metric{name="layout_worst_path_cycle_share",unit="%"} 93.91
chip_impl_metric{name="detailedPlace.worstSlack",unit="ns"} 0.2284
chip_impl_metric{name="detail_route.wl_per_cell",unit="um"} 9.447
chip_impl_metric{name="avgSynthCellArea",unit="um^2"} 7.911
chip_impl_info{name="worst_setup_path_end_kind",value="output pin"} 1
## worst paths after layout
check | startpoint | end | slack [ns]
min in group clk0 | state[2] | state[2] | 0.58
setup reg to reg | Lectura_Timer.contador[0] | Lectura_Timer.contador[1] | 0.26
hold reg to reg | state[2] | state[2] | 0.58
setup / recovery | state[1] | Fin_Lectura | 0.12
hold / removal | reset | state[0] | 0.48
max in group asynchronous | reset | state[2] | 1.37
## worst max-delay path: stages, from the launching register on
cell and delay (ns):
dfrtp_1 0.35, buf_4 0.18, nand2_1 0.11, nor2_1 0.13, clkdlybuf4s50_1 0.49
## cell type report
type,instances,area (um^2)
fillers,448,3292
multi-input cells,47,272.8
flip-flops and latches,7,195.2
repair buffers,18,167.7
well taps,50,62.56
clock buffers,4,45.04
inverters,6,22.52
## synth_stat cells
cell / count / area share, %
o22a_1: 1 / 1.7
clkbuf_1: 1 / 0.73
a22o_1: 1 / 1.7
a32oi_1: 1 / 1.7
nand3_1: 2 / 1.9
xnor2_1: 1 / 1.7
clkinv_1: 1 / 0.73
nand2_1: 6 / 4.4
ha_1: 2 / 4.9
dfrtp_1: 3 / 15
edfxtp_1: 4 / 23
mux2_2: 1 / 2.2
or3b_4: 1 / 2.2
buf_2: 2 / 1.9
nand2b_1: 1 / 1.2
buf_4: 2 / 2.9
nor2_2: 1 / 1.2
nor3b_1: 1 / 1.5
a21oi_1: 9 / 8.8
or4_1: 1 / 1.5
o21ai_0: 8 / 7.8
nor3_1: 2 / 1.9
inv_1: 5 / 3.7
nor2_1: 8 / 5.8
## layer usage
metal	GRT usage (%)	part of all wire [%]	up-vias	wire length, um
li1	-	-	259	-
met1	4.348	46	214	578
met2	5.109	42	18	526
met3	1.349	8.4	4	105
met4	0.8982	3.0	0	37
met5	0	0	-	0
## power by group through the flow
stage | combinational [mW] | clock, mW | sequential [mW]
finish | 0.813 | 0.191 | 0.287
global route | 0.937 | 0.201 | 0.299
CTS | 0.830 | 0.196 | 0.287
## logic make-up after synthesis
| family | Yosys count | synth area share (%) |
|---|---|---|
| flip-flops | 7 | 37.96 |
| adder cells (fa/ha/maj) | 2 | 4.865 |
| multiplexers | 1 | 2.190 |
| buffers and inverters | 11 | 9.974 |
| XOR/XNOR | 1 | 1.703 |
| AND/OR/NAND/NOR | 23 | 21.66 |
| AND-OR/OR-AND | 20 | 21.66 |
## state kept, by name, indices dropped and copies added, names as in the netlist
register	count
Lectura_Timer.contador	4
state	3
## timing repair
| item | in CTS | in global routing |
|---|---|---|
| endpoints found under the setup margin | 1 | 0 |
| buffers inserted | 0 | 0 |
| resized | 1 | 0 |
## metrics by stage
stage,hold WS (ns),instances
2_1_floorplan,0.1594,65
3_3_place_gp,0.5777,128
3_5_place_dp,0.5786,128
4_1_cts,0.4903,132
5_1_grt,0.5128,132
6_report,0.4846,132
Power figures rest on the tool's default switching activity, not on a simulated workload.
